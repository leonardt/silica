==> ./design.v <==
module lbmem(input CLK, input RESET, input [7:0] wdata, input wen, output [7:0] rdata, output valid);
  reg [7:0] data [0:63];
  reg state;
  reg [2:0] cnt;
  reg [5:0] waddr;
  wire [5:0] raddr;
  always @(posedge CLK or posedge RESET) begin
    if (RESET) begin
        state <= 1'b0;
        cnt <= 5'h0;
        waddr <= 6'h0;
    end else begin
      if (state==1'b0) begin
        cnt <= cnt + {3'h0,wen};
        state <= (cnt==3'h7 & wen);  
      end
      else begin
        cnt <= wen ? cnt : cnt-1'b1;
        state <= (cnt!=3'h1 | wen);
      end
      if (wen) begin
        data[waddr] <= wdata;
        waddr <= waddr+1'b1;
      end
    end
  end
  assign valid = (state & (cnt!=3'h1 | wen)) | (cnt == 3'h7 & wen); 
  assign raddr = waddr - {2'h0, (wen ? cnt : cnt-1'b1)};
  assign rdata = data[raddr];
endmodule
==> ./run.sh <==
#!/bin/bash
# OpenROAD 26Q1-2900-gdf79404cd8, Yosys 0.63+post, stock flow scripts
make -C /OpenROAD-flow-scripts/flow DESIGN_CONFIG=/design/flow/config.mk WORK_HOME=/design/flow/orfs finish
==> ./config.mk <==
export PLATFORM = sky130hd
export DESIGN_NAME = lbmem
export DESIGN_NICKNAME = lbmem
export VERILOG_FILES = /design/flow/design.v
export SDC_FILE = /design/flow/constraint.sdc
export NUM_CORES = 4
export LEC_CHECK = 1
export CORE_UTILIZATION = 30
==> ./constraint.sdc <==
current_design lbmem

set clk_period 10.1
set clk_io_pct 0.2

create_clock -name clk0 -period $clk_period [get_ports {CLK}]

set non_clock_inputs [all_inputs -no_clocks]
set_input_delay [expr $clk_period * $clk_io_pct] -clock clk0 $non_clock_inputs
set_output_delay [expr $clk_period * $clk_io_pct] -clock clk0 [all_outputs]
==> results.cfg <==
; synthesis and place-and-route metrics
[detailed_routing]
drt_iter0_markers = 1319
dr.pass1.iters = 5
vias = 14100
wire_per_inst_um = 33.0
avgViaCountPerCell = 5.69
drc = 0
routed_wl_mm = 81.9
ant_nets = 0
n_antenna_cell = 0

[sta]
slew_viol_final = 11
rsz0062_at_grt = no
fin_crit_ps = 9590
fin_ws_ps = 514
fin_hold_ws_ps = 551
setup_violations = 0
final.period_utilization_pct = 94.9
clock.fmax_mhz = 104
tightest_slew_ps = 1510
clock_skew_ps = 45.2
slew_headroom_pct = -1.14
finalHoldViolCount = 0
tns_ps = 0

[floorplanning]
coreArea_um2 = 68900
die_x_um = 267
die-area_um2 = 71100
row_count = 96
io_pins = 20
die_h_um = 267
fp-utilization_pct = 30.5

[clock_network]
cts_tree = built
clock.latency.late_pin_ps = 630
clk_path_buf_depth = 3
cts.sinks = 522
postCtsHoldBufs = 0
clk_root_buffer_cell = clkbuf_16
ctsResizeCount = 0
post_cts.repair.setup_buffers = 0
cts.reportedPaths.clkPinSlew_ps = 60
cts_max_level = 2
numCtsBuffers = 53

[placed_design]
hpwl_mm = 54.1
gp_congestion = 1.05
io_buffers = 19
placed_cell_area_um2 = 23200
dp_slack_ps = 698

[global_routing]
grt_most_used_layer = met2
gr-usage-met3_pct = 16.9
grt_pass1_vias = 14600
groute.usage.overall_pct = 24.8
grt_pass1_wl_mm = 114
grtUsageMet1_pct = 29.1
grt_start_max_net_pins = 65
grtUsageMet2_pct = 36.1
grt_overflow = 0
antenna_found_initial = 1

[synthesis]
largest_area_cell = edfxtp_1
ys_cells = 1384
synth_seq_share_pct = 74.3
synth_top_area_share_pct = 73.1
syn_area_um2 = 21000
ys.warnings.count = 2
ys_async_sr_fraction_pct = 1.92
avgSynthCellArea_um2 = 15.2
flop_cell = edfxtp_1
synthTopCellsByArea = edfxtp_1 73%, a22oi_1 2.4%, nor2_1 2.0%
yosysUniqueCellTypes = 80
synth-edff-count = 512
ys_ff = 522
yosys_area_um2 = 21000
syn_inst = 1384

[worst_setup_path]
cp.arrival_ps = 7570
worst_setup_path_start_kind = input port
required_ps = 8080
path_max_fanout = 14
crit_path_end_kind = primary output
crit_type = input port to primary output

[final_layout]
num-fill-cells = 6487
syn_to_final_growth_pct = 18.4
finalInstanceArea_um2 = 24900
drive_gt1_share_pct = 17.5

[run_status]
status = finished, violations left
violations = capacitance limit, slew limit

[hold_path]
hold_class = flip-flop to flip-flop

[run]
max_cap_violations = 1
log.warning_count = 30
routing by layer:
layer / routed length (µm) / share of wire, %
met2: 36500 / 45
met5: 93 / 0.11
met3: 13200 / 16
met4: 4090 / 5.0
met1: 28000 / 34
area by class of cell:
class | count | area, µm² | share of cell area (%)
timing repair buffer | 160 | 1260 | 5.06
inverter | 10 | 37.5 | 0.151
clock buffer | 65 | 1370 | 5.51
multi-input combinational | 763 | 5060 | 20.4
sequential | 522 | 15600 | 62.8
clock inverter | 31 | 360 | 1.45
tap | 931 | 1160 | 4.68
critical path, cell delays in order:
cell             delay (ps)
clkdlybuf4s50_1         710
ha_1                    330
inv_1                    70
ha_1                    180
inv_1                    70
fa_2                    780
nor2b_1                 970
nand2_1                 330
nor2_1                  410
buf_4                   310
a22oi_1                 130
a31oi_1                 440
nor4_1                  170
nand4_1                 150
clkdlybuf4s50_1         480
kinds of logic after synthesis:
kind of cell,Yosys count,share of synthesized area (%)
compound gates,319,11.6
simple gates,380,8.62
buf+inv,99,2.05
mux,38,2.02
fa+ha+maj,13,0.809
xor+xnor,13,0.613
flops,522,74.3
cells in the mapped netlist, drive strengths merged, types with 9 or more instances:
cell,number
a22o,22
nand3,60
buf,41
o22ai,9
clkbuf,48
inv,10
a222oi,14
nor3,20
nand4,24
and3,18
mux2,15
nor2b,10
a221oi,22
ha,12
a31oi,23
a22oi,67
o21ai,23
dfrtp,10
a32oi,15
mux2i,21
nor4,10
nor2,113
a211oi,10
a21oi,54
nand2,93
edfxtp,512
registers in the layout (all words and copies together) (netlist names):
| signal | cells |
|---|---|
| data | 512 |
| waddr | 6 |
| cnt | 3 |
| state | 1 |
through the flow:
step / std cells / utilization, %
after detailed placement: 2386 / 33.6
final: 2482 / 36.1
after floorplan: 1384 / -
after CTS: 2482 / 36.1
after global routing: 2482 / 36.1
after global placement: 2386 / 33.6
layout by cell type, fill, tap and decap left out, types with 6 or more instances in the layout:
cell / n
a211oi_1: 10
a31oi_1: 19
a22o_1: 22
mux2_2: 15
a22oi_1: 67
clkinv_2: 6
a21oi_1: 54
and3_1: 18
nor4_1: 10
nor3_1: 16
o22ai_1: 9
nand2b_1: 6
nand2_1: 93
nor3b_1: 6
dfrtp_1: 10
mux2i_1: 20
nor2b_1: 10
buf_4: 137
clkinv_1: 11
nand3_1: 60
bufinv_16: 6
nor2_2: 10
xnor2_1: 6
nor2_1: 103
o21ai_0: 22
clkbuf_16: 53
a32oi_1: 15
clkbuf_1: 12
ha_1: 12
buf_2: 8
clkdlybuf4s50_1: 11
inv_1: 10
a222oi_1: 14
edfxtp_1: 512
a32o_1: 7
a221oi_1: 22
nand4_1: 24
path summary, 6_finish.rpt:
path                           from          end  slack [ps]  cells past startpoint
max reg2reg                waddr[1]  data[13][5]        7500                      5
min reg2reg                  cnt[2]       cnt[2]         550                      1
max in group asynchronous     RESET     waddr[3]        8120                      2
min                          cnt[2]       cnt[2]         550                      1
min in group asynchronous     RESET        state        1700                      2
max                             wen     rdata[3]         510                     15
