==> flow/config.mk <==
export PLATFORM = sky130hd
export DESIGN_NAME = serializer
export DESIGN_NICKNAME = serializer
export VERILOG_FILES = /design/flow/design.v
export SDC_FILE = /design/flow/constraint.sdc
export NUM_CORES = 4
export LEC_CHECK = 1
export CORE_UTILIZATION = 50
==> flow/constraint.sdc <==
current_design serializer

set clk_period 9.4
set clk_io_pct 0.2

create_clock -name clk0 -period $clk_period [get_ports {CLK}]

set non_clock_inputs [all_inputs -no_clocks]
set_input_delay [expr $clk_period * $clk_io_pct] -clock clk0 $non_clock_inputs
set_output_delay [expr $clk_period * $clk_io_pct] -clock clk0 [all_outputs]
==> flow/design.v <==
module serializer( input CLK, input RESET, input [15:0] I0, input [15:0] I1, input [15:0] I2, input [15:0] I3, output [15:0] O);
  reg [15:0] s1;
  reg [15:0] s2;
  reg [15:0] s3;
  reg [1:0] cnt;
  always @(posedge CLK or posedge RESET) begin
    if (RESET) begin
      cnt <= 0;
    end else begin
      cnt <= (cnt==3) ? 0 : (cnt + 1);
      if (cnt==2'h0) begin
        s1 <= I1;
        s2 <= I2;
        s3 <= I3;
      end
    end
  end
  always @(*) begin
    case(cnt)
      2'h0 : O = I0;
      2'h1 : O = s1;
      2'h2 : O = s2;
      2'h3 : O = s3;
    endcase
  end
endmodule
==> flow/run.sh <==
#!/bin/bash
# OpenROAD 26Q1-2900-gdf79404cd8, Yosys 0.63+post, stock flow scripts
make -C /OpenROAD-flow-scripts/flow DESIGN_CONFIG=/design/flow/config.mk WORK_HOME=/design/flow/orfs finish
==> reports/qor.txt <==
Outcome = finished clean
TritonCTS clock tree = done
Yosys aoi share = 8.04%
Max cap viols = 0
WL final = 3780 um
Cts repair resizes = 0
Vias = 1283
Routability Congestion = 0.662
Mapped Avg Cell Area = 17.6 um2
First-pass GRT wire length = 5910 um
Largest net degree at the start of global routing = 28
Synthesized area = 1990 um2
Xor-xnor portion of the synthesized cell area = 0%
Root Driver = clkbuf_8
Worst-Margin Slew = 685 ps
Gate Count Post-Synth = 113
Hold Path Class = flop to flop
Post-layout minimum cycle time = 4930 ps
Inserted Clock Buffers = 5
Grt total ovfl = 0
Iter 0 DRT Violations = 128
Finish-stage setup viols = 0
Distinct cells, synth = 12
Die height = 65.1 um
Largest area contributor in the netlist = edfxtp_1
Setup bufs post-CTS = 0
CTS Buffer Depth = 2
Final Skew = 5.90 ps
WHS = 490 ps
CP max FO = 1
Diodes inserted = 0
Fp util = 53.2%
Commonest cells after routing, fill and taps aside = clkdlybuf4s50_1 (81), edfxtp_1 (48), inv_1 (19)
Wire length per cell = 15.4 um
CP Class = input port to output port
Top cells by area = edfxtp_1 (72%), a222oi_1 (8.0%), mux2i_1 (8.0%), inv_1 (3.6%), dfrtp_1 (2.5%)
Most instantiated logic cell after routing = clkdlybuf4s50_1
Final TNS setup = 0 ps
YS warnings = 5
Hold Path Depth = 1
Setup crit start kind = input port
Max transition margin = 54.3%
H-tree levels = 2
Worst-Skew Late Latency = 290 ps
Fin. Hold Viols = 0
Synth Area in Simple Gates = 0.503%
Reg2reg path depth = 5
CTS clock-pin slew for the worst setup and hold paths = 80 ps
Synthesis-to-layout area growth = 46.4%
RSZ-0062 raised after global routing = no
Main logic family = AND-OR/OR-AND gates
Drt drc = 0
Die footprint = 4240 um2
Fmax = 0.203 GHz
Crit. End Element = output port
Cell Rows = 22
Total global-route track usage = 20.5%
Register bit total from synthesis = 50
Initial antenna violation count = 0
Yosys top cell area share = 72.4%
DR vias/cell = 5.22
Synth Area in Adders = 2.51%
1st-pass router iterations = 5
Leak pwr = 1.18 nW
Max IR drop VDD = 0.119 mV
Yosys Chip Area = 1990 um2
Fin crit share = 52.4%
Port-buffer cells = 81
Arr. time, crit path = 3050 ps
Share of post-route cells with drive strength above 1 = 4.04%
DRT antenna net count = 0
Vias in the first global route = 1313
PwrDens = 137 nW/um2
Die W = 65.1 um
Tool warnings = 29
Post-synthesis sequential area ratio = 74.9%
CTS Hold Bufs = 0
Slew Viols, Final = 0
Final HPWL DP = 2610 um
Clock net sink count = 50
Core box area = 3740 um2
Yosys stat cell total = 113
# IOs = 82
CP Data Required Time = 7520 ps
Mux share = 8.04%
==> metal layers <==
metal | vias up | routed length (um) | global-route usage, %
met5 | - | 0 | 0
met4 | 0 | 15 | 1.90
met3 | 2 | 300 | 5.63
met2 | 61 | 1910 | 31.8
met1 | 608 | 1550 | 35.1
li1 | 612 | - | -
==> path summary, 6_finish.rpt <==
path	start	to	slack [ps]
min reg2reg	cnt[0]	cnt[0]	490
max reg2reg	cnt[0]	s2[5]	7080
min	cnt[0]	cnt[0]	490
max in group asynchronous	RESET	cnt[1]	7470
min in group asynchronous	RESET	cnt[0]	1820
max	I0[0]	O[0]	4470
==> kinds of logic (layout without fill, tap and decap cells) <==
family,Yosys count,after routing
AND-OR/OR-AND,16,16
buffers and inverters,25,110
AND/OR/NAND/NOR,2,2
flip-flops,50,50
multiplexers,16,16
adder cells (fa/ha/maj),4,4
==> per-stage QoR <==
step           util, %  cells  worst slack [ps]  power, mW  cell area, um2
5_1_grt           77.9    246              4420      0.417            2920
4_1_cts           77.9    246              4470      0.404            2920
2_1_floorplan        -    113              4900      0.258            1990
6_report          77.9    246              4470      0.400            2920
3_5_place_dp      75.8    238              4470      0.293            2840
3_3_place_gp      75.8    238              4530      0.291            2840
==> flip-flops by register name, indices dropped and copies added (netlist names) <==
name and flops:
cnt 2, s1 16, s2 16, s3 16
==> critical path, cell delays in order <==
cell and delay (ps):
clkdlybuf4s50_1 470, inv_1 50, mux2i_1 160, clkdlybuf4s50_1 490
==> synthesized netlist by cell type <==
cell,count
dfrtp_1,2
mux2i_1,16
a222oi_1,16
buf_4,1
buf_6,1
ha_1,4
buf_8,1
inv_1,19
nor2b_1,1
nor2_1,1
edfxtp_1,48
buf_2,3
==> layout make-up <==
class / count / area, um2
multi-input cells: 38 / 388
fillers: 220 / 827
repair buffers: 83 / 826
flip-flops and latches: 50 / 1490
inverters: 19 / 71.3
clock buffers: 8 / 80.1
well taps: 48 / 60.1
==> where the power goes <==
group	internal, mW	switching [mW]	total (mW)
sequential	0.246	0	0.246
clock	0.0529	0.0604	0.113
combinational	0.0309	0.00985	0.0408
Power and IR drop assume default switching activity.
